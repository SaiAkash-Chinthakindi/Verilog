**flow/config.mk**
```make
export PLATFORM = sky130hd
export DESIGN_NAME = gates_using_mux
export DESIGN_NICKNAME = gates_using_mux
export VERILOG_FILES = /design/flow/design.v
export SDC_FILE = /design/flow/constraint.sdc
export NUM_CORES = 4
export LEC_CHECK = 1
export CORE_AREA = 10 10 70 70
export DIE_AREA = 0 0 80 80
```
**flow/constraint.sdc**
```tcl
current_design gates_using_mux

set clk_period 2.0
set clk_io_pct 0.2

create_clock -name clk0 -period $clk_period

set non_clock_inputs [all_inputs -no_clocks]
set_input_delay [expr $clk_period * $clk_io_pct] -clock clk0 $non_clock_inputs
set_output_delay [expr $clk_period * $clk_io_pct] -clock clk0 [all_outputs]
```
**flow/design.v**
```verilog
`timescale 1ns / 1ps
module AND_mux(A,B,y);
  input A,B;
  output y;
  mux2_1 m1(.I1(A),.I0(1'b0),.sel(B),.y(y));
endmodule
`timescale 1ns / 1ps
module NAND_mux(A,B,y);
  input A,B;
  output y;
  wire A_;
  mux2_1 m4_0(.I1(1'b0),.I0(1'b1),.sel(A),.y(A_));
  mux2_1 m4_1(.I1(A_),.I0(1'b1),.sel(B),.y(y));
endmodule
`timescale 1ns / 1ps
module NOR_mux(A,B,y);
  input A,B;
  output y;
  wire A_;
  mux2_1 m5_0(.I1(1'b0),.I0(1'b1),.sel(A),.y(A_));
  mux2_1 m5_1(.I1(1'b0),.I0(A_),.sel(B),.y(y));
endmodule
`timescale 1ns / 1ps
module NOT_mux(A,y);
  input A;
  output y;
  mux2_1 m3(.I1(1'b0),.I0(1'b1),.sel(A),.y(y));
endmodule
`timescale 1ns / 1ps
module OR_mux(A,B,y);
  input A,B;
  output y;
  mux2_1 m2(.I1(1'b1),.I0(A),.sel(B),.y(y));
endmodule
`timescale 1ns / 1ps
module XNOR_mux(A,B,y);
  input A,B;
  output y;
   mux2_1 m7_0(.I1(1'b0),.I0(1'b1),.sel(A),.y(A_));
   mux2_1 m7_1(.I1(A),.I0(A_),.sel(B),.y(y));
endmodule
`timescale 1ns / 1ps
module XOR_mux(A,B,y);
  input A,B;
  output y;
  wire A_;
  mux2_1 m6_0(.I1(1'b0),.I0(1'b1),.sel(A),.y(A_));
  mux2_1 m6_1(.I1(A_),.I0(A),.sel(B),.y(y));
endmodule
`timescale 1ns / 1ps
module gates_using_mux(A,B,y,sel);
  input A,B;
  input [2:0]sel;
  output reg y;
  wire AND_output,OR_output,NOT_output,NAND_output,NOR_output,XOR_output,XNOR_output;
  AND_mux i1(.A(A),.B(B),.y(AND_output));
  OR_mux i2(.A(A),.B(B),.y(OR_output));
  NOT_mux i3(.A(A),.y(NOT_output));
  NAND_mux i4(.A(A),.B(B),.y(NAND_output));
  NOR_mux i5(.A(A),.B(B),.y(NOR_output));
  XOR_mux i6(.A(A),.B(B),.y(XOR_output));
  XNOR_mux i7(.A(A),.B(B),.y(XNOR_output));
  always@(*)begin
    case(sel)
       3'b000 : y = AND_output;
       3'b001 : y = OR_output;
       3'b010 : y = NOT_output;
       3'b011 : y = NAND_output;
       3'b100 : y = NOR_output;
       3'b101 : y = XOR_output;
       3'b110 : y = XNOR_output;
       default : y = 0;
    endcase
  end
endmodule
`timescale 1ns / 1ps
module mux2_1(I0,I1,sel,y);
  input I0,I1;
  input sel;
  output reg y;
  always@(*)begin
    if(sel)
      y = I1;
    else
      y = I0;
  end
endmodule
```
**flow/run.sh**
```bash
#!/bin/bash
# OpenROAD 26Q1-2900-gdf79404cd8, Yosys 0.63+post, stock flow scripts
make -C /OpenROAD-flow-scripts/flow DESIGN_CONFIG=/design/flow/config.mk WORK_HOME=/design/flow/orfs finish
```
==> job_summary.md <==
### Metrics collected by this job

| Metric | Value |
|---|---|
| Status | completed |
| Pre-CTS WS | -0.703 ns |
| Setup ws final | 0.0860 ns |
| Worst hold slack | 1.34 ns |
| Gate Area | 95.1 um2 |
| DRT antenna net count | 0 |
| Data required, critical path | 1.60 ns |
| Finished Layout Cells | 64 |
| GP Congestion | 0.558 |
| RSZ-0062 raised after global routing | no |
| Largest net degree at the start of global routing | 5 |
| Core ar. | 3420 um2 |
| WS Path Type | input pin to output port |
| Top cell type's share of synthesized area | 38.0% |
| Leak Pwr | 0.0911 nW |
| Slew @ Worst Pin | 0.206 ns |
| Max stage delay on crit path | 0.52 ns |
| Fmax | 522 MHz |
| Placed cell areas | 231 um2 |
| Cell variety after synth | 5 |
| Maximum Capacitance Violations | 0 |
| Vias/cell | 1.39 |
| DR DRC count | 0 |
| Setup crit end kind | output port |
| Tool warnings | 34 |
| Ant. Diodes | 0 |
| Total track usage | 0.856% |
| Final TNS setup | 0 ns |
| Starting Density | 2.89% |
| Die width | 80 um |
| Die height | 80 um |
| First-pass GRT wire length | 448 um |
| Max-slew violation count | 0 |
| Chip area | 6400 um2 |
| Fraction of layout cells with a size suffix above 1 | 44.4% |
| Arr. time, crit path | 1.51 ns |
| Placed insts | 64 |
| Finished Cell Area | 223 um2 |
| Avg WL per Cell | 4.36 um |
| Startpoint Class | input pin |
| Vias post-DR | 89 |
| Worst-path maximum fanout | 3 |
| Commonest Layout Cell | inv_1 |
| Initial drt markers | 2 |
| Post-synthesis sequential area ratio | 0% |
| Slew margin rel. | 86.2% |
| Number of port buffers | 6 |
| First-pass DRT Iterations | 2 |
| Post-Route WL | 279 um |
| Post-Syn Instances | 10 |
| Minimum clock period | 1.91 ns |
| Flip-flop and latch area | 0 um2 |
| Synth area leader | ha_1 |
| Hold WC Path Type | input pin to output port |
| Crit path max-delay family | buffers and inverters |
| # Cells Yosys | 10 |
| Fill cells | 415 |
| Clkbuf count | 0 |
| Syn Area/Cell | 9.88 um2 |
| Worst Path Buf+Inv | 2 |
| IO Count | 6 |
| # Post-CTS Setup Buffers | 0 |
| Overflow left after global routing | 0 |
| Max rail drop VDD | 50.4 uV |
| Critical path's slowest cell | clkdlybuf4s50_1 |
| Top cells by area | ha_1 38%, mux4_2 23%, mux2i_1 20% |
| Power per cell area | 143 nW/um2 |
| Row count | 21 |
| Final setup vio count | 0 |
| Critical path cell sequence | clkdlybuf4s50_1, mux4_2, mux2i_1, buf_2 |
| Syn-to-layout area delta | 125% |
| Yosys stat chip area | 98.8 um2 |
| Final period util | 95.7% |
| FFs & Latches | 0 |
| Initial antenna violation count | 0 |
| Hold-fix buffers at CTS | 0 |
| Dpl hpwl | 265 um |
| Mapped cell area | 98.8 um2 |
| Vias in the first global route | 95 |
| Ys Warns | 3 |
| Final Hold Fails | 0 |
-- layer usage --
layer	wire length [um]	vias up	GRT usage, %
met1	182	32	1.59
met3	41	0	0.341
li1	-	51	-
met5	0	-	0
met4	0	0	0
met2	56	6	0.803
-- kinds of logic (layout without fill, tap and decap cells) --
logic type,after synthesis,after routing,synth area share [%]
adders and majority gates,3,3,38.0
muxes,3,3,43.0
buffers and inverters,3,11,11.4
AOI/OAI and AO/OA,1,1,7.60
-- what timing repair did --
action / in CTS / in global routing
gates resized: 9 / 4
gates cloned: 0 / 0
endpoints found under the setup margin: 1 / 1
-- where the power goes --
| part | switching [mW] | internal (mW) | leakage, nW | total, mW |
|---|---|---|---|---|
| clock network | 0 | 0 | 0 | 0 |
| registers | 0 | 0 | 0 | 0 |
| logic | 0.0121 | 0.0197 | 0.0911 | 0.0319 |
| total | 0.0121 | 0.0197 | 0.0911 | 0.0319 |
-- path summary, 6_finish.rpt --
path | startpoint | cells past startpoint | endpoint
setup / recovery | sel[1] | 4 | y
hold / removal | A | 4 | y
-- area by class of cell --
type | count | share of cell area [%]
Timing Repair Buffer | 8 | 26.4
Multi-Input combinational cell | 7 | 42.7
Inverter | 3 | 5.06
Tap cell | 46 | 25.8
-- stage by stage --
stage,util [%],power [mW]
2_1_floorplan,-,0.0120
3_3_place_gp,6.78,0.0351
3_5_place_dp,6.78,0.0360
4_1_cts,6.63,0.0320
5_1_grt,6.52,0.0360
6_report,6.52,0.0319
-- synthesized netlist by cell type --
cell type  number
o31ai_1         1
mux4_2          1
ha_1            3
mux2i_1         2
inv_1           3
No activity file was given, so power comes from the tool's default toggle rates.
