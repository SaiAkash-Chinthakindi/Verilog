==> ./design.v <==
`timescale 1ns / 1ps
module Synchronous_FIFO #(parameter width = 8,depth = 8)(clk,rst,wr_enable,rd_enable,full,empty,data_in,data_out,count1);
   input clk,rst;
   input [width-1:0]data_in;
   input wr_enable,rd_enable;
   output full,empty;
   output reg [width-1:0]data_out;
   output [$clog2(depth+1)-1:0]count1;
   reg [width-1:0]mem[depth-1:0];
   reg [$clog2(depth)-1:0]wr_ptr,rd_ptr;
   reg [$clog2(depth+1)-1:0]count;
   assign full = (count == depth)? 1'b1 : 1'b0;
   assign empty = (count == 0)? 1'b1 : 1'b0;
   assign count1 = count;
   always@(posedge clk or negedge rst)begin
     if(!rst)begin
        wr_ptr <= 0;
     end
     else begin
       if(wr_enable && !full)begin
           mem[wr_ptr] <= data_in;
           if(wr_ptr == depth-1'b1)begin
              wr_ptr <= 0;
           end
           else
             wr_ptr <= wr_ptr + 1'b1;
       end
     end
   end
   always@(posedge clk or negedge rst)begin
     if(!rst)begin
       rd_ptr <= 0;
     end
     else begin
       if(rd_enable && !empty)begin
         data_out <= mem[rd_ptr];
         if(rd_ptr == depth-1'b1)begin
            rd_ptr <= 0;
         end
         else
            rd_ptr <= rd_ptr + 1'b1;
       end
     end
   end
   always@(posedge clk or negedge rst)begin
     if(!rst)begin
        count <= 0;
     end
     else begin
        case({wr_enable && !full,rd_enable && !empty})
           2'b10 : count <= count + 1'b1;
           2'b01 : count <= count - 1'b1;
           default : count <= count;
        endcase
     end
   end
endmodule
==> ./run.sh <==
#!/bin/bash
# OpenROAD 26Q1-2900-gdf79404cd8, Yosys 0.63+post, stock flow scripts
make -C /OpenROAD-flow-scripts/flow DESIGN_CONFIG=/design/flow/config.mk WORK_HOME=/design/flow/orfs finish
==> ./config.mk <==
export PLATFORM = sky130hd
export DESIGN_NAME = Synchronous_FIFO
export DESIGN_NICKNAME = Synchronous_FIFO
export VERILOG_FILES = /design/flow/design.v
export SDC_FILE = /design/flow/constraint.sdc
export NUM_CORES = 4
export LEC_CHECK = 1
export CORE_UTILIZATION = 40
==> ./constraint.sdc <==
current_design Synchronous_FIFO

set clk_period 3.6
set clk_io_pct 0.2

create_clock -name clk0 -period $clk_period [get_ports {clk}]

set non_clock_inputs [all_inputs -no_clocks]
set_input_delay [expr $clk_period * $clk_io_pct] -clock clk0 $non_clock_inputs
set_output_delay [expr $clk_period * $clk_io_pct] -clock clk0 [all_outputs]
==> notes.md <==
run results: Setup Viol. Count Final=0, hpwl dp=4153 um, Synth area leader=edfxtp_1, Post-synth area hogs=edfxtp_1 63%, dfrtp_1 7.3%, ha_1 5.4%, crit path cell chain=o41ai_2 -> inv_1 -> ha_1 -> ha_1 -> or4b_2 -> o311ai_0 -> o211ai_1, hold path depth=1, cts bufs inserted=9, global route overflow=0, # clock sinks=82, DR iter-0 viols=112, Hold-fix buffers, CTS=0, CP Launch Type=register, CP Depth=7, Top Layout Cells=72 x edfxtp_1, 25 x clkdlybuf4s50_1, 15 x ha_1, 13 x inv_1, 12 x o21ai_0, Core Region=0.008299 sq mm, CTS tree=built, Ant. Diodes=0, tool warning count=33, library cells used by synthesis=38, drt wl/cell=18.23 um, Seq cells post-synth=82, # IOs=26, initial antenna violation count=0, htree depth=3, Max-slew headroom=53.52%, Reg2Reg Setup Slack=0.67 ns, most numerous logic cell after layout=edfxtp_1, R2R depth=7, area share, top type=62.65%, first-pass GRT wire length=10150 um, clock root buffer=clkbuf_8, status=finished, final reports clean, Setup TNS Final=0 ns, Final Wtd Congestion=0.7761, Top delay family on crit path=AND-OR/OR-AND gates, Crit path arrival time=3.15 ns, syn_area_per_cell=15.83 sq um, largest net degree at the start of global routing=16, number of global-route vias before repair=1918, RSZ-0062 raised after global routing=false, utilization after layout=47.75%, worst clock skew=0.01080 ns, Via density=5.404, slowest CP cell=or4b_2, element type at the critical path end=register, # rows=33, placed cells=340, drt total wl=6489 um, Vias=1924, LEAKAGE=1.390 nW, final tally of hold violations=0, DR pass1 iterations=7, YS chip area=0.003451 sq mm, pwr/cell area=730.9 mW/mm^2, Layout Cells excl Fill=356, CTS Buffer Depth=2, Antenna Violating Nets Remaining=0, CP dominant cell by count=ha_1, die height=94.88 um, clk latency late pin=0.35 ns, Commonest flop=edfxtp_1, Die Width=94.88 um, fraction of layout cells with a size suffix above 1=13.55%, Seq share, synth=69.91%, count of library flops with an enable pin=72, Bufs and invs on worst path=1, # Cells Yosys=218, Clock transition at path regs=0.08 ns, maximum vdd drop=323.7 uV, Port Buf Inserts=25, Post-CTS Setup Bufs=0, Init Core Util=41.58%, CP max FO=9, Syn Inst Count=218, fmax=341.6 MHz, Tmin final=2.927 ns, area delta synth->final=14.83%, max-slew violations=0, post-cts resize count=0, Critical Path RT=3.82 ns, residual DRC count=0, Total GRT Usage=16.66%, Worst path max stage delay=0.64 ns, Mapped Area=0.003451 sq mm, Max-Cap Viols=0, Slew @ Worst Pin=0.6968 ns, die footprint=0.009002 sq mm, fin crit share=81.31%, Crit Path Category=reg2reg, Hold WC Path Type=reg2reg, Post-synth ARST share=12.20%, Ys Warns=2
[routing by layer]
metal	routed length, um	vias to the layer above	track usage (%)
met3	489	14	6.046
li1	-	919	-
met5	0	-	0
met1	3027	921	26.86
met2	2824	70	23.38
met4	146	0	3.914
[worst reg2reg max path, stage by stage (launching register included)]
cell and delay, ns:
dfrtp_1 0.48, o41ai_2 0.62, inv_1 0.12, ha_1 0.32, ha_1 0.37, or4b_2 0.64, o311ai_0 0.13, o211ai_1 0.13
[cells by family after synthesis]
logic type               after synthesis  share of synthesized area [%]
multiplexers                           8                          2.611
buffers and inverters                 24                          3.481
adder cells (fa/ha/maj)               16                          6.019
AND/OR/NAND/NOR                       38                          6.636
XOR/XNOR                               2                         0.5077
AND-OR/OR-AND                         48                          10.84
flip-flops                            82                          69.91
[cell usage after synthesis, types with 2 or more instances]
cell type  instances
a21oi_1            2
a221o_1            6
a221oi_1           2
a222oi_1           6
a22o_1             6
a22o_2             2
a31oi_1            8
and2_1             3
and3_1             6
buf_6              4
clkbuf_1           6
dfrtp_1           10
edfxtp_1          72
ha_1              15
inv_1             13
mux2_2             8
nand2_1            5
nand3_1            2
nor2_1             2
nor3_1             9
nor3b_1            3
o21ai_0           12
[flip-flops by register name (all words and copies together), names as in the netlist]
signal,flops
wr_ptr,3
rd_ptr,3
mem,64
data_out,8
count,4
[per-stage QoR]
| stage | area (sq um) | power (mW) | setup WS (ns) | hold WS (ns) |
|---|---|---|---|---|
| 2_1_floorplan | 3451 | 2.014 | 0.8924 | 0.4244 |
| 3_3_place_gp | 3784 | 2.319 | 0.5443 | 0.5616 |
| 3_5_place_dp | 3784 | 2.327 | 0.4840 | 0.5652 |
| 4_1_cts | 3963 | 2.921 | 0.6409 | 0.5847 |
| 5_1_grt | 3963 | 3.093 | 0.4763 | 0.6078 |
| 6_report | 3963 | 2.896 | 0.6730 | 0.5854 |
[area by class of cell]
cell class / instances / area [sq um]
fillers: 712 / 4337
flip-flops and latches: 82 / 2412
multi-input cells: 112 / 918.4
repair buffers: 28 / 272.8
well taps: 105 / 131.4
clock buffers: 9 / 123.9
clock inverters: 7 / 55.05
inverters: 13 / 48.80
[final timing paths]
| path | startpoint | endpoint |
|---|---|---|
| setup / recovery | count[1] | count[3] |
| hold / removal | wr_ptr[1] | wr_ptr[1] |
| setup reg to reg | count[1] | count[3] |
| hold reg to reg | wr_ptr[1] | wr_ptr[1] |
| max in group asynchronous | rst | rd_ptr[2] |
| min in group asynchronous | rst | count[3] |
[where the power goes]
part	internal, mW	total [mW]	switching (mW)
sequential	1.22	1.32	0.102
clock	0.256	0.593	0.338
combinational	0.460	0.984	0.524
Power figures rest on the tool's default switching activity, not on a simulated workload.
