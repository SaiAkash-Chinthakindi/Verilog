## ./constraint.sdc

```tcl
current_design Synchronous_FIFO_pointers

set clk_period 3.5
set clk_io_pct 0.2

create_clock -name clk0 -period $clk_period [get_ports {clk}]

set non_clock_inputs [all_inputs -no_clocks]
set_input_delay [expr $clk_period * $clk_io_pct] -clock clk0 $non_clock_inputs
set_output_delay [expr $clk_period * $clk_io_pct] -clock clk0 [all_outputs]
```

## ./design.v

```verilog
`timescale 1ns / 1ps
module Synchronous_FIFO_pointers #(parameter width = 8,depth = 8)(clk,rst,wr_enable,rd_enable,full,empty,data_in,data_out);
   input clk,rst;
   input [width-1:0]data_in;
   input wr_enable,rd_enable;
   output full,empty;
   output reg [width-1:0]data_out;
   reg [width-1:0]mem[depth-1:0];
   reg [$clog2(depth):0]wr_ptr,rd_ptr;
   reg [$clog2(depth+1)-1:0]count;
   assign full = (wr_ptr[$clog2(depth)-1:0] == rd_ptr[$clog2(depth)-1:0]) && (wr_ptr[$clog2(depth)] != rd_ptr[$clog2(depth)]);
   assign empty = (wr_ptr == rd_ptr);
   always@(posedge clk or negedge rst)begin
     if(!rst)begin
        wr_ptr <= 0;
     end
     else begin
       if(wr_enable && !full)begin
           mem[wr_ptr] <= data_in;
           wr_ptr <= wr_ptr + 1'b1;
       end
     end
   end
   always@(posedge clk or negedge rst)begin
     if(!rst)begin
       rd_ptr <= 0;
     end
     else begin
       if(rd_enable && !empty)begin
         data_out <= mem[rd_ptr];
         rd_ptr <= rd_ptr + 1'b1;
       end
     end
   end
endmodule
```

## ./run.sh

```bash
#!/bin/bash
# OpenROAD 26Q1-2900-gdf79404cd8, Yosys 0.63+post, stock flow scripts
make -C /OpenROAD-flow-scripts/flow DESIGN_CONFIG=/design/flow/config.mk WORK_HOME=/design/flow/orfs finish
```

## ./config.mk

```make
export PLATFORM = sky130hd
export DESIGN_NAME = Synchronous_FIFO_pointers
export DESIGN_NICKNAME = Synchronous_FIFO_pointers
export VERILOG_FILES = /design/flow/design.v
export SDC_FILE = /design/flow/constraint.sdc
export NUM_CORES = 4
export LEC_CHECK = 1
export CORE_UTILIZATION = 30
```

==> flow_metrics.env <==
# physical design summary
export IMPL_edf_count=72
export IMPL_cp_start_kind="flip-flop"
export IMPL_clockRootBuffer="clkbuf_16"
export IMPL_place_area_um2=3744
export IMPL_clockBufferDepth=2
export IMPL_clock_latency_ns=0.33
export IMPL_drtAntennaViolNets=0
export IMPL_dp_hpwl_um=5065
export IMPL_async_reset_ff_share_pct=10.00
export IMPL_grt_pass1_vias=1956
export IMPL_routed_via_density=4.928
export IMPL_syn_area_per_cell_um2=16.27
export IMPL_ctsHoldBuffers=0
export IMPL_grt_pass1_wl_um=11170
export IMPL_ys_top_cells_by_area="edfxtp_1 (64%), dfrtp_1 (5.9%), ha_1 (4.4%)"
export IMPL_num_fill_cells=1012
export IMPL_drt_wl_total_um=7184
export IMPL_drive_above_1_share_pct=12.66
export IMPL_final_cell_mix="edfxtp_1 (72), clkdlybuf4s50_1 (21), nand2_1 (12), ha_1 (12), clkbuf_16 (9)"
export IMPL_outcome="finished clean"
export IMPL_via_count=1858
export IMPL_hold_path_class="flip-flop to flip-flop"
export IMPL_cap_violations=0
export IMPL_core_rowCount=38
export IMPL_p_leak_nw=1.417
export IMPL_arrival_ns=2.03
export IMPL_yosysTopAreaCell="edfxtp_1"
export IMPL_power_w=0.003396
export IMPL_dieHeight_um=108.5
export IMPL_grt_antenna_before_repair=0
export IMPL_yosysChipArea_um2=3400
export IMPL_path_max_fanout=11
export IMPL_cts_tree="built"
export IMPL_end_kind="output pin"
export IMPL_worstMarginPinSlew_ns=0.5638
export IMPL_antennaDiodeCount=0
export IMPL_top_cell_area_share_pct=63.60
export IMPL_avgRoutedWirePerCell_um=19.06
export IMPL_final_core_util_pct=36.99
export IMPL_critPathLaunch="rd_ptr[1]$_DFFE_PN0P_"
export IMPL_core_area_um2=10940
export IMPL_top_layer="met4"
export IMPL_synthCells=209
export IMPL_io_pin_count=22
export IMPL_dr_pass1_iters=4
export IMPL_drt_iter0_drc=123
export IMPL_logic_area_um2=935.9
export IMPL_fin_crit_sh_pct=78.13
export IMPL_numCtsBuffers=9
export IMPL_cts_resized_gates=0
export IMPL_powerDensity_nw_per_um2=839.4
export IMPL_ys_seq_share_pct=69.49
export IMPL_cts_sink_count=80
export IMPL_clk_pin_slew_worst_paths_ns=0.06
export IMPL_required_ns=2.80
export IMPL_yosysCellCount=209
export IMPL_skew_ns=0.005474
export IMPL_finalMaxSlewViolations=0
export IMPL_layout_min_cycle_time_ns=2.735
export IMPL_max_freq_mhz=365.7
export IMPL_syn2layout_area_growth_pct=18.99
export IMPL_fp_util_pct=31.09
export IMPL_die_area_um2=11760
export IMPL_post_cts_buffers=0
export IMPL_ys_flop_type="edfxtp_1"
export IMPL_finalSetupViolCount=0
export IMPL_synth_warnings=2
export IMPL_grt_max_degree=20
export IMPL_max_slew_margin_pct=62.41
export IMPL_grt_use_total_pct=13.87
export IMPL_fin_area_um2=4045
export IMPL_ys_flops=80
export IMPL_worst_r2r_startpoint="rd_ptr[1]$_DFFE_PN0P_"
export IMPL_wl_met3_um=666
export IMPL_min_from="mem[0][6]$_DFFE_PP_"
export IMPL_finalHoldViolCount=0
export IMPL_routabilityCongestion=0.8534
export IMPL_yosysUniqueCellTypes=42
export IMPL_rsz0062_at_grt="no"
export IMPL_drc=0
export IMPL_warnings=33
export IMPL_htree_num_levels=3
export IMPL_ff_latch_area_um2=2362
export IMPL_layout_top_cell="edfxtp_1"
export IMPL_wl_met1_um=2938
export IMPL_synth_area_um2=3400
export IMPL_wl_met2_um=3460
export IMPL_die_x_um=108.5
export IMPL_place_port_buffers=21
export IMPL_tns_ns=0
export IMPL_ir_drop_v=0.0003001
export IMPL_worstSetupPathType="flip-flop to output pin"
export IMPL_grt_ovfl_total=0
-- cell usage after synthesis (all sizes together) (4+ instances only) --
| cell type | instances |
|---|---|
| a22oi | 7 |
| a22o | 4 |
| mux2 | 9 |
| nand2 | 12 |
| edfxtp | 72 |
| a21oi | 4 |
| nor2 | 8 |
| xnor2 | 6 |
| xor2 | 4 |
| dfrtp | 8 |
| clkbuf | 5 |
| ha | 12 |
| a41oi | 4 |
| and3 | 7 |
| a222oi | 5 |
| inv | 8 |
| buf | 7 |
-- cell type report --
class	count	share of cell area, %
Clock buffer	10	5.660
Clock inverter	5	1.794
Inverter	8	0.7423
Multi-Input combinational cell	109	23.14
Sequential cell	80	58.40
Tap cell	140	4.330
Timing Repair Buffer	25	5.939
-- critical path, cell delays in order (launching register included) --
cell             delay [ns]
dfrtp_1                0.54
xnor2_1                0.37
nand3_1                0.20
nor2_1                 0.12
clkdlybuf4s50_1        0.47
-- per-stage QoR --
step / hold WS (ns) / setup WS, ns / std cells
after floorplan: 0.4044 / 1.300 / 209
after global placement: 0.5528 / 1.021 / 362
after detailed placement: 0.5660 / 0.9937 / 362
after CTS: 0.5650 / 0.7569 / 377
after global routing: 0.6000 / 0.6349 / 377
final: 0.5654 / 0.7654 / 377
-- state kept, by name, indices dropped and copies added, names as in the netlist --
register  count
data_out      8
mem          64
wr_ptr        4
rd_ptr        4
-- routing by layer --
layer / GRT usage (%) / up-vias
met1: 19.44 / 901
met2: 20.98 / 89
met3: 6.810 / 11
li1: - / 857
met5: 0 / -
met4: 1.737 / 0
-- cells by family after synthesis --
kind of cell	share of synthesized area, %
fa+ha+maj	4.417
xor+xnor	3.350
compound gates	10.71
buf+inv	2.981
flops	69.49
simple gates	5.079
mux	3.975
-- power breakdown --
group,switching (W),leakage (nW),internal [W]
Sequential,0.000152,0.748,0.00122
Clock,0.000328,0.147,0.000613
Combinational,0.000590,0.522,0.000490
Total,0.00107,1.42,0.00233
-- final timing paths --
check	end	slack (ns)	depth (start not counted)
setup / recovery	empty	0.77	4
hold / removal	data_out[6]$_DFFE_PP_	0.57	1
setup reg to reg	data_out[2]$_DFFE_PP_	1.20	5
hold reg to reg	data_out[6]$_DFFE_PP_	0.57	1
max in group asynchronous	rd_ptr[1]$_DFFE_PN0P_	2.71	2
min in group asynchronous	rd_ptr[0]$_DFFE_PN0P_	0.65	2
No activity file was given, so power comes from the tool's default toggle rates.
